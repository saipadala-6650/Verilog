===== design/flow/config.mk =====
export PLATFORM = sky130hd
export DESIGN_NAME = mod10_counter
export DESIGN_NICKNAME = mod10_counter
export VERILOG_FILES = /design/flow/design.v
export SDC_FILE = /design/flow/constraint.sdc
export NUM_CORES = 4
export LEC_CHECK = 1
export CORE_AREA = 10 10 70 70
export DIE_AREA = 0 0 80 80

===== design/flow/constraint.sdc =====
current_design mod10_counter

set clk_period 1.0
set clk_io_pct 0.2

create_clock -name clk0 -period $clk_period [get_ports {clk}]

set non_clock_inputs [all_inputs -no_clocks]
set_input_delay [expr $clk_period * $clk_io_pct] -clock clk0 $non_clock_inputs
set_output_delay [expr $clk_period * $clk_io_pct] -clock clk0 [all_outputs]

===== design/flow/design.v =====
module mod10_counter(clk,rst,count);
  input clk,rst;
  parameter N=10;
  output reg[3:0]count;
  always@(posedge clk,posedge rst)
    begin
      if(rst)
        count<=4'b0000;
      else if(count <= N)
        count<=count+1;
      else
        count<=4'bxxxx;
    end
endmodule

===== design/flow/run.sh =====
#!/bin/bash
# OpenROAD 26Q1-2900-gdf79404cd8, Yosys 0.63+post, stock flow scripts
make -C /OpenROAD-flow-scripts/flow DESIGN_CONFIG=/design/flow/config.mk WORK_HOME=/design/flow/orfs finish

==> GITHUB_STEP_SUMMARY <==
### Yosys + OpenROAD results

| Metric | Value |
|---|---|
| Top FF cell, synth | `dfrtp_1` |
| Rel. slew slack | `90.4%` |
| CP Class | `register to register` |
| Max_cap viols | `0` |
| P&R area growth vs syn | `111%` |
| OpenROAD warning count | `26` |
| Io pins | `6` |
| 1st-iter DRT viols | `5` |
| Dpl cells | `64` |
| Largest regs | `count: 4 flops` |
| Cells in synth_stat.txt | `10` |
| Clock transition at path regs | `0.04 ns` |
| # DRC | `0` |
| Pins over their slew limit | `0` |
| Synth Seq Share | `70.2%` |
| Cell Type Count | `6` |
| Combinational gate area | `37.5 um^2` |
| HP Class | `input pin to asynchronous set/reset pin` |
| Initial antenna violation count | `0` |
| Die width | `80 um` |
| Vias after detailed routing | `122` |
| Top cells by count | `dfrtp_1 (4), inv_1 (2)` |
| Drt total wl | `433 um` |
| Fp_density | `4.18%` |
| Fin crit period | `0.949 ns` |
| Reg with most FFs | `count` |
| Most common cell in the netlist | `dfrtp_1` |
| Synth Warn # | `1` |
| Number of enable flip-flop cells | `0` |
| Die Size | `6400 um^2` |
| Number of global-route vias before repair | `151` |
| Share of layout cells above drive strength 1 | `58.3%` |
| I/O Buffers | `5` |
| Asr flop ratio synth | `100%` |
| H-tree depth | `1` |
| Routed Antenna Nets | `0` |
| CP arrival | `1.07 ns` |
| Dominant cell area share | `70.2%` |
| Pre-Repair DR Iteration Count | `2` |
| Clk sinks | `4` |
| Routability cong. | `0.657` |
| Register area | `100 um^2` |
| First-pass GRT wire length | `690 um` |
| Cell Pwr Density | `1230 nW/um^2` |
| Setup violators final | `0` |
| Max Clk Rate | `1050 MHz` |
| Cycle use final | `94.9%` |
| Cts hold-fix bufs | `0` |
| Max reg flops | `4` |
| Critical path required time | `1.12 ns` |
| CTS Buf Count | `3` |
| Clock latency on the worst-skew pair | `0.23 ns` |
| Max IR drop VDD | `0.000165 V` |
| GRT Overall Usage | `1.58%` |
| Area leader, netlist | `dfrtp_1` |
| Final Hold Violating Endpoints | `0` |
| CTS root buf | `clkbuf_4` |
| TritonCTS clock tree | `yes` |
| Post-synthesis cell count | `10` |
| Average size of a mapped cell | `14.3 um^2` |
| Crit Path Max Fanout | `3` |
| Leakage power | `0.000153 uW` |
| Std cell rows | `21` |
| Die height | `80 um` |
| Gr ovfl total | `0` |
| Finished Layout Cells | `70` |
| R2R depth | `3` |
| Critical path launch point type | `register` |
| Largest net degree at the start of global routing | `5` |
| RSZ-0062 raised after global routing | `false` |
| R2R setup slack | `0.05 ns` |
| Core Box Area | `3420 um^2` |
| CTS max path bufs | `2` |
| Avg WL per Cell | `6.19 um` |
| Mapped cell area | `143 um^2` |
| Antenna cells | `0` |
| Pre-CTS setup slack | `-0.0949 ns` |
| Setup WS post-layout | `0.0514 ns` |
| Worst Tran Pin Value | `0.144 ns` |
| Fillers | `403` |
| Outcome | `complete, no violations` |
| Setup clock skew after layout | `0.00213 ns` |
| YS chip area | `143 um^2` |
| Yosys reg bits | `4` |
| CP Capture Type | `register` |
| Top cells, area | `dfrtp_1 (70%), ha_1 (8.8%), xnor2_1 (6.1%), xor2_1 (6.1%), inv_1 (5.3%)` |
| Avg Vias per Cell | `1.74` |
## path summary, 6_finish.rpt
kind | to | from
min in group clk0 | count[0] | count[0]
max reg2reg | count[2] | count[0]
max | count[2] | count[0]
max in group asynchronous | count[0] | rst
min | count[3] | rst
min reg2reg | count[0] | count[0]
## per-stage QoR
step	util, %	power [uW]	hold slack, ns	area, um^2	TNS [ns]
6_report	8.79	368	0.151	300	0
2_1_floorplan	-	168	-0.0339	143	0
5_1_grt	8.79	393	0.166	300	0
3_3_place_gp	7.99	172	0.395	273	-0.123
3_5_place_dp	7.99	172	0.391	273	-0.113
4_1_cts	9.16	380	0.145	313	-0.0327
## cells in the final DEF, fill, tap and decap left out
cell,count
buf_2,1
xor2_1,1
xnor2_1,1
clkdlybuf4s50_1,1
ha_2,1
clkbuf_2,3
nand3_1,1
inv_1,2
buf_4,6
dfrtp_1,4
clkbuf_4,3
## where the power goes
part | internal, uW | switching [uW]
Clock | 134 | 64.1
Combinational | 3.66 | 3.24
Sequential | 163 | 0
Total | 301 | 67.3
## what timing repair did
action,in CTS,in global routing
resized,10,4
endpoints found under the setup margin,4,4
setup buffers,3,0
## layer usage
metal | GRT usage [%] | part of all wire (%) | up-vias | wire, um
li1 | - | - | 59 | -
met1 | 1.34 | 43 | 57 | 187
met2 | 1.44 | 29 | 6 | 125
met3 | 2.95 | 28 | 0 | 120
met4 | 0.704 | 0 | 0 | 0
met5 | 0 | 0 | - | 0
## critical path, stage by stage, from the launching register on
cell and delay, ns:
dfrtp_1 0.38, buf_4 0.15, ha_2 0.18, xor2_1 0.13
## cell type report
cell class                 instances  area share [%]
clock buffer                       3            7.50
tap                               46            19.2
multi-input combinational          4            12.5
sequential                         4            33.3
timing repair buffer              11            25.0
inverter                           2            2.50
## cell families (layout without fill, tap and decap cells)
| logic type | after synthesis | in the layout | synth area share, % |
|---|---|---|---|
| buffers and inverters | 2 | 16 | 5.27 |
| adder cells (fa/ha/maj) | 1 | 1 | 8.77 |
| AND/OR/NAND/NOR | 1 | 1 | 3.51 |
| XOR/XNOR | 2 | 2 | 12.3 |
| flip-flops | 4 | 4 | 70.2 |
Power is estimated from default activity; no workload was simulated.
