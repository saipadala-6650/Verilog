==> design.v <==
module adder_4bit (
    input  [3:0] a,
    input  [3:0] b,
  output  reg [4:0]sum    
);
  function [4:0] add4;
    input [3:0] x, y;
    begin
      add4 = x + y;    
    end
  endfunction
  always@(*) begin
    sum = add4(a, b);
  end
endmodule
==> run.sh <==
#!/bin/bash
# OpenROAD 26Q1-2900-gdf79404cd8, Yosys 0.63+post, stock flow scripts
make -C /OpenROAD-flow-scripts/flow DESIGN_CONFIG=/design/flow/config.mk WORK_HOME=/design/flow/orfs finish
==> config.mk <==
export PLATFORM = sky130hd
export DESIGN_NAME = adder_4bit
export DESIGN_NICKNAME = adder_4bit
export VERILOG_FILES = /design/flow/design.v
export SDC_FILE = /design/flow/constraint.sdc
export NUM_CORES = 4
export LEC_CHECK = 1
export CORE_AREA = 10 10 70 70
export DIE_AREA = 0 0 80 80
==> constraint.sdc <==
current_design adder_4bit

set clk_period 2.4
set clk_io_pct 0.2

create_clock -name clk0 -period $clk_period

set non_clock_inputs [all_inputs -no_clocks]
set_input_delay [expr $clk_period * $clk_io_pct] -clock clk0 $non_clock_inputs
set_output_delay [expr $clk_period * $clk_io_pct] -clock clk0 [all_outputs]
==> metrics.yaml <==
power_and_ir_drop:
  total_leakage_power_nw: 0.160
  p_per_area_mw_per_mm2: 179
  irDropWorstVdd_v: 0.0000284
job:
  warnings: 33
  maxCapViolations: 0
final_layout:
  n_clock_buffer: 0
  utilization_pct: 10.5
  drive_above_1_share_pct: 32.3
  layout.sequential_cells: 0
  final_cells: 77
  layout.area.seq_um2: 0
  area_growth_pct: 162
setup_path:
  setup.worst_path.start_class: "input pin"
  critical_path_peak_fanout: 2
  arrival_ps: 1850
  crit_type: "input pin to primary output"
  crit_path_end_kind: "primary output"
  worst_ep_required_time_ps: 1920
sta:
  finalCriticalPeriod_ps: 2330
  final.period_utilization_pct: 97.2
  tightest_slew_ps: 131
  max-slew-margin-rel_pct: 91.3
  final_hold_viol_count: 0
  max_freq_mhz: 429
  hold-worst-slack_ps: 1510
  report.final.slew_viol_count: 0
  fin_tns_setup_ps: 0
  finalSetupViolCount: 0
outcome:
  status: "finished clean"
global_routing:
  grt_first_pass_wirelength_um: 759
  first_global_vias: 146
  grt.total_usage_pct: 1.50
  grt_max_degree: 4
  grt_antenna_before_repair: 0
  globalRoute.totalOverflow: 0
die:
  die_area_mm2: 0.00640
  core_util_floorplan_pct: 3.99
  coreArea_mm2: 0.00342
  std_cell_rows: 21
  chipHeight_um: 80
  floorplan.die.width_um: 80
  i_o_pins: 13
logic_synthesis:
  post_synth_inst_count: 16
  ys_cells: 16
  ys_warn_count: 1
  ys_area_um2: 136
  syn-cell-area_um2: 136
  synth-seq-area-share_pct: 0
  post_synth_num_cell_types: 9
  syn_area_per_cell_um2: 8.52
route:
  ant_nets: 0
  via_count: 154
  dr.pass1.iters: 1
  wl_met1_um: 238
  antennaDiodeCount: 0
  met3_wirelength_um: 136
  drc: 0
  routed-wl-met2_um: 159
  wirelength_um: 534
  drt_iter0_drc: 0
  avgRoutedWirePerCell_um: 6.94
  top_layer_used_by_detailed_routing: "met3"
  dr_vias_cell: 2.00
place:
  routability_congestion_estimate: 0.760
  detailed_place_hpwl_um: 475
  port_buffers: 13
  post-place-cells: 75
cts:
  cts_hold_repair.buffers: 0
min_path:
  min_path_type: "input pin to primary output"
==> where the power goes <==
group	switching (mW)	internal (mW)	total, mW
Clock	0	0	0
Sequential	0	0	0
Combinational	0.0205	0.0437	0.0642
==> final cells by class <==
cell class,count,area (um^2)
fill,399,3060
multi-input combinational,12,149
timing repair buffer,15,136
tap,46,57.6
inverter,4,15.0
==> critical path: stages <==
cell,delay (ps)
dlygate4sd2_1,220
inv_1,60
fa_2,370
nor2b_1,120
o21ai_1,80
nand2b_1,70
clkdlybuf4s50_1,460
==> cells in the final DEF (no fill, tap or decap), types with 2 or more instances in the layout <==
| master | n |
|---|---|
| clkdlybuf4s50_1 | 5 |
| dlygate4sd2_1 | 3 |
| inv_2 | 2 |
| inv_1 | 2 |
| xnor2_1 | 2 |
| ha_4 | 2 |
| ha_1 | 2 |
| dlymetal6s2s_1 | 2 |
| buf_4 | 2 |
==> cell families (layout without fill, tap and decap cells) <==
| logic type | after synthesis | count (layout) | synth area share [%] |
|---|---|---|---|
| and+or+nand+nor | 2 | 2 | 9.18 |
| adders and majority gates | 5 | 5 | 51.4 |
| xor gates and xnor gates | 2 | 2 | 12.8 |
| buffers and inverters | 4 | 19 | 11.0 |
| AOI/OAI and AO/OA | 3 | 3 | 15.6 |
==> per-stage QoR <==
| step | instance area [um^2] | power, mW | setup WS, ps |
|---|---|---|---|
| 3_5_place_dp | 324 | 0.0632 | -446 |
| 2_1_floorplan | 136 | 0.0201 | 649 |
| 6_report | 358 | 0.0642 | 67.3 |
| 3_3_place_gp | 324 | 0.0625 | -462 |
| 5_1_grt | 358 | 0.0746 | -53.6 |
| 4_1_cts | 324 | 0.0583 | -84.9 |
==> per-layer routing <==
| metal | GRT usage [%] | vias to the layer above |
|---|---|---|
| li1 | - | 82 |
| met1 | 1.92 | 61 |
| met2 | 1.85 | 11 |
| met3 | 1.48 | 0 |
| met4 | 0 | 0 |
| met5 | 0 | - |
==> cell usage after synthesis <==
master    count  area (um^2)
nand2b_1      1         6.26
nor2b_1       1         6.26
inv_1         4         15.0
a21oi_2       1         8.76
o21ai_0       1         5.00
xnor2_1       2         17.5
a21o_1        1         7.51
ha_1          4         50.1
fa_1          1         20.0
==> worst paths after layout <==
kind  from      to  slack, ps  cells after the start
max   b[1]  sum[4]         70                      7
min   a[2]  sum[2]       1510                      4
==> repair_timing <==
action	in CTS	in global routing
setup buffers	0	2
endpoints found under the setup margin	4	2
hold endpoints to repair	0	0
resized	12	9
pin swaps	3	4
Power is estimated from default activity; no workload was simulated.
