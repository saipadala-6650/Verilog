==> flow/design.v <==
module cla ( a, b, cin,sum,cout);
  parameter N=4;
  input  [N-1:0] a, b;
  input          cin;
  output [N-1:0] sum;
  output         cout;
  wire [N-1:0] p, g;
  wire [N:0]   c;
  assign p = a ^ b;
  assign g = a & b;
  assign c[0] = cin;
  genvar i;
  generate
    for(i=0; i<N; i=i+1) begin
      assign c[i+1] = g[i] | (p[i] & c[i]);
      assign sum[i] = p[i] ^ c[i];
    end
  endgenerate
  assign cout = c[N];
endmodule
==> flow/run.sh <==
#!/bin/bash
# OpenROAD 26Q1-2900-gdf79404cd8, Yosys 0.63+post, stock flow scripts
make -C /OpenROAD-flow-scripts/flow DESIGN_CONFIG=/design/flow/config.mk WORK_HOME=/design/flow/orfs finish
==> flow/config.mk <==
export PLATFORM = sky130hd
export DESIGN_NAME = cla
export DESIGN_NICKNAME = cla
export VERILOG_FILES = /design/flow/design.v
export SDC_FILE = /design/flow/constraint.sdc
export NUM_CORES = 4
export LEC_CHECK = 1
export CORE_AREA = 10 10 70 70
export DIE_AREA = 0 0 80 80
==> flow/constraint.sdc <==
current_design cla

set clk_period 3.8
set clk_io_pct 0.2

create_clock -name clk0 -period $clk_period

set non_clock_inputs [all_inputs -no_clocks]
set_input_delay [expr $clk_period * $clk_io_pct] -clock clk0 $non_clock_inputs
set_output_delay [expr $clk_period * $clk_io_pct] -clock clk0 [all_outputs]
==> flow_summary.yaml <==
# flow metrics
grt:
  met2_usage_pct: 2.17
  track_usage_pct: 1.39
  grt_util_met1_pct: 1.87
  grt_use_met3_pct: 0.568
  grt.busiest_layer: "met2"
  grt_start_max_net_pins: 2
  grt_pass1_vias: 149
  overflow: 0
  grt_pass1_wl_um: 703
  grt_antenna_before_repair: 0
finish:
  utilization_pct: 9.56
  flops: 0
  regArea_um2: 0
  syn_to_final_growth_pct: 178
  clock_buffer_count: 0
  fin_area_um2: 327
  drive_gt1_share_pct: 28.6
  logic_area_um2: 90.1
  fillers: 397
logic_synthesis:
  netlist_area_um2: 118
  simple_gate_share_pct: 0
  synth_cells: 14
  synth.avg_cell_area_um2: 8.40
  synth_xor_xnor_area_share_pct: 0
  ys_sh_mux_pct: 0
  yosys_area_um2: 118
  yosysWarningCount: 0
  topCombFamilyByArea: "adder cells"
  ys_seq_share_pct: 0
  top_area_share_pct: 68.1
  yosysCellCount: 14
  synth_cell_types: 2
  adder_share_pct: 68.1
  area_leaders: "fa_1 68%, inv_1 32%"
  synthAoiAreaFrac_pct: 0
  largest_area_cell: "fa_1"
route:
  vias: 135
  routed_via_density: 1.82
  first_pass_iters: 1
  drtIter0Drc: 0
  wirelength_um: 469
  ant_nets: 0
  wl_per_cell_um: 6.34
  antenna_cells: 0
  drc_errors: 0
run:
  warnings: 32
  drv_cap: 0
power_and_ir_drop:
  leakagePower_uw: 0.000140
  power-per-cell-area_nw_per_um2: 118
  irDropWorstVdd_mv: 0.0327
  power_uw: 38.4
place:
  io_buffer_count: 14
  hpwl_um: 461
  gp_congestion: 0.779
  place_area_um2: 315
setup_path:
  cp.required_ps: 3040
  crit_path_start_kind: "primary input"
  crit_path_cell_trace: "clkdlybuf4s50_1, inv_2, fa_2, inv_2, fa_2, fa_2, inv_2, fa_2, inv_1, dlygate4sd2_1"
  critPathKind: "primary input to primary output"
  cpPeakStageDelay_ps: 510
  critPathArrivalTime_ps: 2930
  path_common_cell: "fa_2"
  end_kind: "primary output"
  crit_path_top_delay_cell: "fa_2"
  critPathMaxFanout: 1
sta:
  fmax_mhz: 271
  tightest_slew_ps: 100
  hold_viol_final: 0
  tns_ps: 0
  min_period_over_period_pct: 97.1
  maxSlewViolCount: 0
  slew_headroom_pct: 93.3
  hold_slack_ps: 2330
  setup_viol: 0
  fin_crit_ps: 3690
  rsz0062_at_grt: "no"
floorplan:
  fp.dieH_um: 80
  fp.dieW_um: 80
  ioPinCount: 14
  core-area_um2: 3420
  chipArea_um2: 6400
  rows: 21
  initCoreUtil_pct: 3.44
worst_hold_path:
  hp-start: "b[3]"
  holdPathStages: 5
  hold_path.class: "primary input to primary output"
  min_to: "cout"
clocking:
  cts-hold-fix-buffers: 0
run_status:
  status: "finished, final reports clean"
kinds of logic (layout without fill, tap and decap cells):
| logic type | Yosys count | in the layout |
|---|---|---|
| buffers and inverters | 10 | 24 |
| adder cells (fa/ha/maj) | 4 | 4 |
through the flow:
stage,setup WS [ps],cells
2_1_floorplan,803,14
5_1_grt,20.6,74
4_1_cts,15.0,74
6_report,108,74
3_5_place_dp,-261,74
3_3_place_gp,-181,74
worst max-delay path by stage:
stage | endpoint | depth (start not counted) | start
4_1_cts | cout | 10 | b[0]
6_report | sum[3] | 10 | b[0]
5_1_grt | sum[3] | 10 | cin
routing by layer:
metal / share of wire (%) / vias to the layer above
met2: 35 / 13
met4: 0 / 0
met5: 0 / -
met1: 49 / 62
met3: 16 / 0
li1: - / 60
area by class of cell:
class	count	area share, %
multi-input combinational	4	27.6
tap	46	17.6
timing repair buffer	14	43.3
inverter	10	11.5
timing repair:
action	in CTS	in global routing
setup endpoints to repair	2	2
setup buffers	0	0
pin swaps	3	2
gates resized	9	1
cell usage in the layout (no fill, tap or decap), drive strengths merged:
| cell type | Yosys | final |
|---|---|---|
| inv | 10 | 10 |
| dlygate4sd2 | 0 | 1 |
| fa | 4 | 4 |
| clkdlybuf4s50 | 0 | 12 |
| dlymetal6s2s | 0 | 1 |
cell usage after synthesis, drive strengths merged:
| cell | number |
|---|---|
| inv | 10 |
| fa | 4 |
critical path, delay by kind of cell:
kind / cells / cell delay [ps]
adders and majority gates: 4 / 1270
buffers and inverters: 6 / 890
power breakdown:
group / switching [uW] / internal [uW]
logic: 11.8 / 26.7
clock network: 0 / 0
registers: 0 / 0
Power and IR drop assume default switching activity.
